==> ./design.v <==
module DecodificadorMaq(
    input [6:0] Entrada,
    input Controle, clk, Reset,
    output reg [3:0] Saida
);  
    initial begin
        Saida = 4'b0000;
    end
    always @(posedge clk) begin
        if (Reset)
            Saida = 4'b0000;
        else begin if (Controle) begin    
            case (Saida)
                4'b0000:case (Entrada)
                            7'b1100000: Saida = 4'b0001;
                            7'b1000100: Saida = 4'b0010;
                            7'b1111100: Saida = 4'b0011;
                            7'b1011010: Saida = 4'b0100;
                            7'b1101110: Saida = 4'b0101;
                        endcase 
                4'b0001:case (Entrada)
                            7'b1000100: Saida = 4'b0010;
                            7'b1001001: Saida = 4'b1001;
                            7'b1111100: Saida = 4'b1000;
                            7'b1011010: Saida = 4'b1000;
                            7'b1101110: Saida = 4'b1000;
                            7'b1110101: Saida = 4'b1000;
                        endcase
                4'b0010:case (Entrada)
                            7'b1100000: Saida = 4'b0001;
                            7'b1111100: Saida = 4'b0011;
                            7'b1001001: Saida = 4'b1001;
                            7'b1011010: Saida = 4'b1000;
                            7'b1101110: Saida = 4'b1000;
                            7'b1110101: Saida = 4'b1000;  
                        endcase
                4'b0011:case (Entrada)
                            7'b1000100: Saida = 4'b0010;
                            7'b1011010: Saida = 4'b0100;
                            7'b1001001: Saida = 4'b1001;
                            7'b1100000: Saida = 4'b1000;
                            7'b1101110: Saida = 4'b1000;
                            7'b1110101: Saida = 4'b1000;
                        endcase
                4'b0100:case (Entrada)
                            7'b1111100: Saida = 4'b0011;
                            7'b1101110: Saida = 4'b0101;
                            7'b1010011: Saida = 4'b1010;
                            7'b1100000: Saida = 4'b1000;
                            7'b1000100: Saida = 4'b1000;
                            7'b1110101: Saida = 4'b1000;
                        endcase    
                4'b0101:case (Entrada)
                            7'b1011010: Saida = 4'b0100;
                            7'b1010011: Saida = 4'b1010;
                            7'b1100000: Saida = 4'b1000;
                            7'b1000100: Saida = 4'b1000;
                            7'b1111100: Saida = 4'b1000;
                            7'b1110101: Saida = 4'b1000;
                        endcase
            endcase
        end
        end    
    end
endmodule
==> ./run.sh <==
#!/bin/bash
# OpenROAD 26Q1-2900-gdf79404cd8, Yosys 0.63+post, stock flow scripts
make -C /OpenROAD-flow-scripts/flow DESIGN_CONFIG=/design/flow/config.mk WORK_HOME=/design/flow/orfs finish
==> ./config.mk <==
export PLATFORM = sky130hd
export DESIGN_NAME = DecodificadorMaq
export DESIGN_NICKNAME = DecodificadorMaq
export VERILOG_FILES = /design/flow/design.v
export SDC_FILE = /design/flow/constraint.sdc
export NUM_CORES = 4
export LEC_CHECK = 1
export CORE_AREA = 10 10 84 84
export DIE_AREA = 0 0 94 94
==> ./constraint.sdc <==
current_design DecodificadorMaq

set clk_period 3.2
set clk_io_pct 0.2

create_clock -name clk0 -period $clk_period [get_ports {clk}]

set non_clock_inputs [all_inputs -no_clocks]
set_input_delay [expr $clk_period * $clk_io_pct] -clock clk0 $non_clock_inputs
set_output_delay [expr $clk_period * $clk_io_pct] -clock clk0 [all_outputs]
==> job_summary.md <==
### Metrics collected by this job

| Metric | Value |
|---|---|
| Outcome | `finished, final reports clean` |
| Slew headroom | `53.69%` |
| R2r startpoint | `Saida[1]` |
| Via/cell ratio | `4.717` |
| Dpl hpwl | `1905 µm` |
| Fin. Hold Viols | `0` |
| CTS tree | `yes` |
| Worst reg2reg setup slack | `roughly 1.0 ns` |
| Largest net degree at the start of global routing | `13` |
| DRT Wirelength | `2405 µm` |
| Tcrit/Tclk final | `89.71%` |
| CORE AREA | `5205 µm²` |
| First-pass GRT wire length | `4002 µm` |
| Endpoints failing setup | `0` |
| Unique masters post-synth | `~47` |
| Capturing point of the worst reg2reg path | `Saida[3]` |
| Antenna viol nets, final | `0` |
| Yosys adder share | `0%` |
| Clk pwr share | `33.7%` |
| Share of layout cells above drive strength 1 | `17.36%` |
| CP Launch Type | `input port` |
| Length of the first detailed-routing pass in iterations | `4` |
| Area of the die | `approximately 8800 µm²` |
| Final worst-path setup slack | `0.3293 ns` |
| Clock Skews | `about 0.0020 ns` |
| Leak | `0.3853 nW` |
| Max_cap viols | `0` |
| GRT Util Overall | `5.327%` |
| Number of global-route vias before repair | `845` |
| Switching share of power | `around a third` |
| Setup TNS Final | `0 ns` |
| Initial antenna violation count | `0` |
| Final non-filler cell total | `191` |
| Reg clk slew, reported paths | `~0.030 ns` |
| WP data required | `3.34 ns` |
| Yosys stat area | `758.2 µm²` |
| Clock root cell | `clkbuf_8` |
| Fmax | `roughly 350 MHz` |
| Latency at later pin | `between 0.2 and 0.25 ns` |
| DRC Markers | `0` |
| DR WL/cell | `12.59 µm` |
| Die width | `94 µm` |
| I/O Buffers | `13` |
| Num CTS Buffers | `3` |
| Util after Layout | `approximately a fifth` |
| H-tree levels | `1` |
| Unrepaired setup endpoints after global routing | `no` |
| IO Count | `14` |
| CP startpoint | `Entrada[1]` |
| Synth Area per Inst | `7.291 µm²` |
| Slew @ Worst Pin | `0.6859 ns` |
| Nature of the critical path endpoint | `flip-flop` |
| Post-CTS Resized | `0` |
| Dominant comb cell | `simple AND/OR/NAND/NOR gates` |
| Number of max-slew violations in the final report | `0` |
| Simple share | `between 40% and 50%` |
| WS Path Type | `input port to flip-flop` |
| DR vias | `901` |
| Chip height | `94 µm` |
| Overflow left after global routing | `0` |
| Post-synth EDFFs | `0` |
| Yosys xor share | `0%` |
| Seq pwr share | `23.4%` |
| Max FFs per register | `4` |
| Asr flop ratio synth | `0%` |
| Sink Count | `4` |
| Post-synth top flop | `dfxtp_1` |
| Ys flops | `4` |
| Worst EP arrival | `approximately 3 ns` |
| MUX area fraction | `5.446%` |
| Synth Seq Share | `about a tenth` |
| Post-synthesis cell count | `104` |
| YS warnings | `1` |
| Clock tree buffer depth | `2` |
| Hold crit path type | `flip-flop to flip-flop` |
| Antenna diode count | `0` |
| PwrDens | `293.5 nW/µm²` |
| Floorplan row count | `26` |
| Peak supply drop | `between 0.0001 and 0.00015 V` |
| Pint | `0.1994 mW` |
| OpenROAD warning count | `25` |
| Post-Synthesis Cell Area | `758.2 µm²` |
| FILL cells | `roughly 590` |
| Crit path capture | `Saida[0]` |
| Sw power | `0.1083 mW` |
| Ys cells | `104` |
| Crit Path Max Fanout | `9` |
| Synth Area in Compound Gates | `31.85%` |
| Initial DRC count | `roughly 84` |
| Area growth, synth to finish | `38.28%` |
| Post-CTS Setup Inserts | `0` |
| R2R cell count | `6` |
| # hold bufs at CTS | `0` |
| RePlAce Congestion | `0.9285` |
| Logic pwr share | `42.9%` |
| Fin Hold WS | `0.6524 ns` |
| Final min period | `2.871 ns` |
| Fp_density | `14.57%` |
| Dpl ws | `between 0.1 and 0.15 ns` |
| Post-Place Cells | `188` |
-- how the worst min path moves through the flow --
stage / cells past startpoint / to / start
finish: 2 / Saida[1] / Saida[1]
CTS: 2 / Saida[0] / Saida[0]
global route: 2 / Saida[0] / Saida[0]
-- cells in the final DEF, fill, tap and decap left out, types with 2 or more instances in the layout --
| cell type | netlist | routed |
|---|---|---|
| nor2_1 | 7 | 7 |
| nor3b_1 | 2 | 2 |
| mux2i_1 | 3 | 3 |
| o211a_1 | 2 | 2 |
| inv_1 | 7 | 7 |
| a21oi_1 | 5 | 5 |
| o211ai_1 | 2 | 2 |
| clkdlybuf4s50_1 | 0 | 13 |
| or3_1 | 2 | 2 |
| o41ai_1 | 2 | 2 |
| nor2b_1 | 2 | 2 |
| o311ai_0 | 3 | 3 |
| o2111ai_1 | 2 | 2 |
| and4b_1 | 2 | 2 |
| nand3_1 | 3 | 3 |
| a21boi_0 | 2 | 2 |
| clkbuf_8 | 0 | 3 |
| buf_4 | 0 | 8 |
| dfxtp_1 | 4 | 4 |
| or4b_4 | 2 | 2 |
| o21ai_0 | 3 | 3 |
| nand2_1 | 11 | 11 |
| and4bb_2 | 2 | 2 |
| nor3_1 | 5 | 5 |
-- logic make-up after synthesis --
family,count (synthesis)
AND-OR/OR-AND,31
buffers and inverters,14
flip-flops,4
multiplexers,4
AND/OR/NAND/NOR,51
-- worst max-delay path, stage by stage --
cell             delay (ns)
clkdlybuf4s50_1        0.54
nor3_1                 0.33
a21oi_1                0.16
o311ai_0               0.61
nor2_1                 0.19
nor4_4                 0.30
mux2i_1                0.24
-- stage by stage --
step                cell area, µm²  total power [mW]
CTS                           1049            0.3092
finish                        1049            0.3078
detailed placement            1007            0.2033
floorplan                    758.2            0.1530
global placement              1007            0.2063
global route                  1049            0.3301
-- power by group through the flow --
stage	combinational (mW)	sequential (mW)	clock, mW
after global routing	0.146	0.0737	0.111
after CTS	0.132	0.0716	0.106
final	0.132	0.0721	0.104
-- per-layer routing --
metal | share of wire [%] | GRT usage, % | vias up
met5 | 0 | 0 | -
met4 | 1.2 | 0.7595 | 0
met3 | 5.8 | 0.7270 | 4
met2 | 48 | 9.044 | 36
met1 | 44 | 7.116 | 411
li1 | - | - | 450
-- layout make-up --
cell class | instances | area (µm²) | share of cell area [%]
Multi-Input combinational cell | 86 | 623.1 | 59.43
Clock buffer | 3 | 41.29 | 3.938
Inverter | 7 | 26.28 | 2.506
Timing Repair Buffer | 21 | 190.2 | 18.14
Sequential cell | 4 | 80.08 | 7.637
Tap cell | 70 | 87.58 | 8.353
-- Yosys cell counts (all sizes together) (3+ instances only) --
library cell / n / area, µm²
inv: 7 / 26.28
nor2: 7 / 26.28
nor3: 5 / 25.02
o21ai: 3 / 15.01
clkbuf: 5 / 18.77
dfxtp: 4 / 80.08
nand2: 12 / 52.55
a21oi: 5 / 25.02
mux2i: 3 / 30.03
nand3: 3 / 15.01
nor3b: 3 / 27.52
o311ai: 3 / 26.28
No activity file was given, so power comes from the tool's default toggle rates.
